`/design/flow/run.sh`:
```
#!/bin/bash
# OpenROAD 26Q1-2900-gdf79404cd8, Yosys 0.63+post, stock flow scripts
make -C /OpenROAD-flow-scripts/flow DESIGN_CONFIG=/design/flow/config.mk WORK_HOME=/design/flow/orfs finish
```
`/design/flow/config.mk`:
```
export PLATFORM = sky130hd
export DESIGN_NAME = sm_logics
export DESIGN_NICKNAME = sm_logics
export VERILOG_FILES = /design/flow/design.v
export SDC_FILE = /design/flow/constraint.sdc
export NUM_CORES = 4
export LEC_CHECK = 1
export CORE_UTILIZATION = 40
```
`/design/flow/constraint.sdc`:
```
current_design sm_logics

set clk_period 8.5
set clk_io_pct 0.2

create_clock -name clk0 -period $clk_period [get_ports {clk}]

set non_clock_inputs [all_inputs -no_clocks]
set_input_delay [expr $clk_period * $clk_io_pct] -clock clk0 $non_clock_inputs
set_output_delay [expr $clk_period * $clk_io_pct] -clock clk0 [all_outputs]
```
`/design/flow/design.v`:
```
module sm_logics(
	input clk,
	input rst_n,
	input s00_idle,   
	input s01_ife0,   
	input s02_ife1,   
	input s03_exec,   
	input s04_wtbk,    
	input run,
	output [7:0] iram_radr,
	input [7:0] iram_rdata,
	output [4:0] dram_radr,
	input [7:0] dram_rdata,
	output [5:0] dram_wadr,
	output [7:0] dram_wdata,
	output dram_wen,
	output [2:0] led_rgb,
	output [63:0] cpust_snd,
	input start_trush,
	input cpu_start,
	input [7:0] uart_data
	);
reg [7:0] pc;
wire inc_pc;
wire ld_pc;
wire [7:0] ld_value_pc;
reg [7:0] sample_pc;
always @ (posedge clk or negedge rst_n) begin
	if (~rst_n)
		pc <= 8'd0;
	else if (start_trush)
		pc <= 8'd0;
	else if (cpu_start)
		pc <= uart_data;
	else if (ld_pc)
		pc <= ld_value_pc;
	else if (inc_pc)
		pc <= pc + 8'd1;
end
assign iram_radr = pc;
always @ (posedge clk or negedge rst_n) begin
	if (~rst_n)
		sample_pc <= 8'd0;
	else if (s01_ife0)
		sample_pc <= pc;
end
reg [4:0] rd_sp;
reg [4:0] wt_sp;
wire stack_underflow;
wire stack_overflow;
wire push_stack;
wire pop_stack;
wire rst_stack;
always @ (posedge clk or negedge rst_n) begin
	if (~rst_n)
		rd_sp <= 5'h1f;
	else if (rst_stack)
		rd_sp <= 5'h1f;
	else if (push_stack)
		rd_sp <= rd_sp + 5'd1;
	else if (pop_stack)
		rd_sp <= rd_sp - 5'd1;
end
assign dram_radr = rd_sp;
always @ (posedge clk or negedge rst_n) begin
	if (~rst_n)
		wt_sp <= 5'd0;
	else if (rst_stack)
		wt_sp <= 5'd0;
	else if (push_stack)
		wt_sp <= wt_sp + 5'd1;
	else if (pop_stack)
		wt_sp <= wt_sp - 5'd1;
end
assign dram_wadr = wt_sp[4:0];
assign dram_wen = push_stack;
assign stack_underflow = (wt_sp == 5'h00) & pop_stack;
assign stack_overflow = (wt_sp == 5'h1f) & push_stack;
reg [7:0] a_reg;
reg [7:0] b_reg;
always @ (posedge clk or negedge rst_n) begin
	if (~rst_n)
		a_reg <= 8'd0;
	else if (rst_stack)
		a_reg <= 8'd0;
	else if (pop_stack)
		a_reg <= dram_rdata;
end
always @ (posedge clk or negedge rst_n) begin
	if (~rst_n)
		b_reg <= 8'd0;
	else if (rst_stack)
		b_reg <= 8'd0;
	else if (pop_stack)
		b_reg <= a_reg;
end
reg flag_st_udflw;
reg flag_st_ovflw;
reg flag_carry;
reg flag_zero;
wire carry_flg;
wire zero_flg;
wire set_carryzero;
always @ (posedge clk or negedge rst_n) begin
	if (~rst_n)
		flag_st_udflw <= 1'b0;
	else if (rst_stack)
		flag_st_udflw <= 1'b0;
	else if (stack_underflow)
		flag_st_udflw <= 1'b1;
end
always @ (posedge clk or negedge rst_n) begin
	if (~rst_n)
		flag_st_ovflw <= 1'b0;
	else if (rst_stack)
		flag_st_ovflw <= 1'b0;
	else if (stack_overflow)
		flag_st_ovflw <= 1'b1;
end
always @ (posedge clk or negedge rst_n) begin
	if (~rst_n)
		flag_carry <= 1'b0;
	else if (rst_stack)
		flag_carry <= 1'b0;
	else if (set_carryzero)
		flag_carry <= carry_flg;
end
always @ (posedge clk or negedge rst_n) begin
	if (~rst_n)
		flag_zero <= 1'b0;
	else if (rst_stack)
		flag_zero <= 1'b0;
	else if (set_carryzero)
		flag_zero <= zero_flg;
end
wire [7:0] ir0 = iram_rdata;
function [7:0] instruction_decoder;
input [4:0] instruction_upperbits;
begin
	case(instruction_upperbits)
		4'd0  : instruction_decoder = 8'b0000_0001;
		4'd2  : instruction_decoder = 8'b0000_0010;
		4'd4  : instruction_decoder = 8'b0000_0100;
		4'd6  : instruction_decoder = 8'b0000_1000;
		4'd8  : instruction_decoder = 8'b0001_0000;
		4'd10 : instruction_decoder = 8'b0010_0000;
		4'd12 : instruction_decoder = 8'b0100_0000;
		4'd14 : instruction_decoder = 8'b1000_0000;
		default : instruction_decoder = 8'd0;
	endcase
end
endfunction
wire [7:0] inst_decode = instruction_decoder( ir0[7:4] );
wire [3:0] flag_decode = ir0[3:0];
wire inst_jmp_p = inst_decode[0];
wire inst_pop_p = inst_decode[1];
wire inst_psh_p = inst_decode[2];
wire inst_add_p = inst_decode[3];
wire inst_sub_p = inst_decode[4];
wire inst_cmp_p = inst_decode[5];
wire inst_out_p = inst_decode[6];
wire inst_clr_p = inst_decode[7];
wire [2:0] dsel_decode = { inst_psh_p&~(ir0[1]|ir0[0])|~inst_psh_p&~ir0[0], ir0[1], ir0[0] };
wire immediate_p = dsel_decode[2];
wire long_inst = (immediate_p & ( inst_psh_p | inst_add_p | inst_sub_p | inst_cmp_p )) | inst_jmp_p | inst_out_p;
wire if1_iread = s01_ife0 & long_inst;
assign inc_pc = (s00_idle & run) | if1_iread;
reg [7:0] sample_inst;
reg [3:0] jump_flags;
reg [2:0] data_select;
always @ (posedge clk or negedge rst_n) begin
	if (~rst_n) begin
		sample_inst <= 8'd0;
		jump_flags <= 4'd0;
		data_select <= 3'd0;
	end
	else if (s01_ife0) begin
		sample_inst <= ir0;
		jump_flags <= flag_decode;
		data_select <= dsel_decode;
	end
end
wire [7:0] inst_dec = instruction_decoder( sample_inst[7:4] );
wire inst_jmp = inst_dec[0];
wire inst_pop = inst_dec[1];
wire inst_psh = inst_dec[2];
wire inst_add = inst_dec[3];
wire inst_sub = inst_dec[4];
wire inst_cmp = inst_dec[5];
wire inst_out = inst_dec[6];
wire inst_clr = inst_dec[7];
wire select_a = data_select[0];
wire select_b = data_select[1];
wire immediate = data_select[2];
reg if1_fetch;
reg [7:0] if1;
always @ (posedge clk or negedge rst_n) begin
	if (~rst_n)
		if1_fetch <= 1'b0;
	else
		if1_fetch <= if1_iread;
end
always @ (posedge clk or negedge rst_n) begin
	if (~rst_n)
		if1 <= 8'd0;
	else if (if1_fetch)
		if1 <= iram_rdata;
end
wire [3:0] current_flags = { flag_st_udflw, flag_st_ovflw, flag_carry, flag_zero };
wire jump_condition = |(current_flags & jump_flags) | ~( |jump_flags );
assign ld_pc = jump_condition & s03_exec & inst_jmp;
assign ld_value_pc = if1;
assign pop_stack = (inst_pop | inst_out) & s03_exec;
wire [8:0] result;
wire [7:0] dwbus_select;
wire [7:0] dwbus;
assign dwbus_select = inst_add | inst_sub ? result[7:0]:
                      select_a ? a_reg :
                      select_b ? b_reg : if1;
assign dwbus = dwbus_select;
wire [7:0] add_value = immediate ? if1 : b_reg;
wire [7:0] comp_value = (~add_value) + 8'd1;
wire [7:0] addsub_value = inst_add ? add_value : comp_value;
assign result = { 1'b0, a_reg } + {  1'b0, addsub_value };
wire carry = result[8] ^ ~inst_add;
wire zero = ~(|result[7:0]);
assign carry_flg = carry & (inst_add | inst_sub | inst_cmp);
assign zero_flg = zero & (inst_add | inst_sub | inst_cmp);
assign set_carryzero = (inst_add | inst_sub | inst_cmp) & s03_exec;
reg [2:0] out_reg;
wire port0_wt = inst_out & (if1 == 8'd0) & s03_exec;
always @ (posedge clk or negedge rst_n) begin
	if (~rst_n)
		out_reg <= 3'd0;
	else if (port0_wt)
		out_reg <= dram_rdata;
end
wire red = out_reg[2];
wire green = out_reg[1];
wire blue = out_reg[0];
assign led_rgb = { ~red, ~blue, ~green };
assign rst_stack = (inst_clr & s03_exec) | start_trush;
assign push_stack = (inst_psh | inst_add | inst_sub) & s04_wtbk;
assign dram_wdata = dwbus;
wire [7:0] flags = { 4'd0, flag_st_udflw, flag_st_ovflw, flag_carry, flag_zero };
assign cpust_snd = { sample_pc, sample_inst, if1, 3'd0, rd_sp, a_reg, b_reg, dwbus, flags };
endmodule
```
==> reports/metrics.yaml <==
setup_path:
  reg2reg_slack_ns: 4.95
  path_max_fanout: 9
  cp_data_arrival_time_ns: 3.93
  end_kind: "primary output"
  crit_type: "flop to primary output"
  reg2reg_depth: 11
  r2r-end: "flag_zero$_DFFE_PN0P_"
  start_kind: "flop"
  r2r_start: "data_select[2]$_DFFE_PN0P_"
  required_ns: 6.80
floorplan:
  fp-row-count: 37
  die_x_um: 107.0
  dieArea_um2: 11460
  core_um2: 10510
  fp_util_pct: 41.99
  io_pins: 129
  die_y_um: 107.0
detailed_routing:
  remaining_drc_errors: 0
  diodes: 0
  via_per_inst: 5.293
  wl_per_cell_um: 16.80
  drt-initial-drc-count: 114
  postRouteAntennaNets: 0
  num_vias: 3636
  drtPass1Iterations: 4
  drt-total-wl_um: 11540
final_timing:
  fin_crit_sh_pct: 66.22
  setup_viol: 0
  worstMarginPinSlew_ns: 0.8202
  fin_crit_ns: 5.629
  rsz0062_at_grt: "false"
  relSlewSlack_pct: 44.90
  max_freq_mhz: 177.7
  finClkSkew_ns: 0.008952
  drv_slew: 0
  hold_violations: 0
  setup_tns_ns: 0
grt:
  antenna_found_initial: 0
  grt_pass1_vias: 3630
  grt_max_degree: 39
  grtUsageTotal_pct: 22.04
  grt_overflow: 0
  grt_pass1_wl_um: 19110
min_path:
  hold_start: "out_reg[2]$_DFFE_PN0P_"
  whs_path_depth: 1
  hp-class: "flop to flop"
  whs_endpoint: "out_reg[2]$_DFFE_PN0P_"
yosys:
  top_cells_by_count: "dfrtp_1 (62), nor2_1 (60), mux2i_1 (33)"
  yosys.area.top_type: "dfrtp_1"
  yosys.cell_count.top_type: "dfrtp_1"
  yosys_area_um2: 4413
  yosys_register_bits: 67
  synth.distinct_cells: 62
  edf_count: 0
  syn_inst: 451
  avgSynthCellArea_um2: 9.785
  synth_area_um2: 4413
  ys_cells: 451
  synth.area.top_cells: "dfrtp_1 (35%), mux2i_1 (7.5%), mux2_2 (7.4%), nor2_1 (5.1%), ha_1 (4.8%)"
  flop_cell: "dfrtp_1"
  yosys_warnings: 1
  async_flop_share_pct: 100.0
  ys_seq_share_pct: 38.13
  top_area_share_pct: 35.16
pwr:
  p_per_area_nw_per_um2: 199.8
  power_mw: 1.148
  ir_drop_uv: 106.3
  leakage_nw: 2.419
clock_network:
  holdBufCountCts: 0
  cts.clk_slew.worst_paths_ns: 0.07
  cts_tree: "yes"
  clock_path_buffers: 2
  htreeDepth: 3
  cts_inserted_buffers: 9
  clk_latency_ns: 0.35
  post-cts-setup-buffers: 0
  clock-sinks: 67
  cts_resized: 0
  cts-root-buf: "clkbuf_8"
final_layout:
  n_fill_cell: 915
  area_delta_synth_final_pct: 30.25
  layout-drive-gt1-share_pct: 12.34
  seq_area_um2: 1683
  comb_area_um2: 2410
job:
  drv_cap: 0
  warning_count: 27
placed_design:
  dp_hpwl_um: 8381
  io_buffers: 119
  gp_congestion: 0.8699
run_status:
  status: "completed"
cell usage in the layout (no fill, tap or decap), types with 3 or more instances in the layout:
cell type	n
clkdlybuf4s50_1	118
dfrtp_1	62
nor2_1	60
mux2i_1	33
a21oi_1	30
mux2_2	29
nand2_1	23
o21ai_0	17
ha_1	17
a211oi_1	15
xnor2_1	12
inv_1	12
xor2_1	12
clkbuf_8	10
conb_1	8
a31oi_1	7
nor3_1	6
nand2b_1	5
dfstp_2	5
nand3_1	4
nor2b_1	3
o31ai_1	3
nor4_1	3
and2_1	3
a21o_1	3
fa_1	3
buf_4	3
metrics by stage:
step | hold WS, ns | utilization, % | std cells | worst slack [ns] | cell area, um2
CTS | 0.5136 | 54.70 | 687 | 2.795 | 5748
global route | 0.5234 | 54.70 | 687 | 2.495 | 5748
detailed placement | 0.4942 | 52.54 | 671 | 3.197 | 5522
finish | 0.5096 | 54.70 | 687 | 2.871 | 5748
global placement | 0.4888 | 52.54 | 671 | 3.259 | 5522
floorplan | 0.4556 | - | 458 | 4.220 | 4439
metal layers:
metal	global-route usage [%]	routed length, um	vias up
met3	3.410	561	9
met5	0	0	-
met4	1.566	107	0
met1	34.63	5674	1771
met2	34.56	5199	97
li1	-	-	1759
final cells by class:
class                   count  share of cell area [%]
clock inverters             6                   1.545
flip-flops and latches     67                   29.28
repair buffers            122                   21.03
inverters                  13                  0.8707
well taps                 136                   2.960
clock buffers              10                   2.394
multi-input cells         333                   41.92
where the power goes:
group          switching, mW  internal [mW]  leakage, nW
clock network          0.130          0.173        0.108
registers             0.0771          0.366        0.860
logic                  0.156          0.247         1.45
worst max path at each step:
stage                                      start       endpoint  slack [ns]  cells past startpoint
after global routing  sample_inst[5]$_DFFE_PN0P_  cpust_snd[15]        2.49                     12
final                 sample_inst[5]$_DFFE_PN0P_  cpust_snd[15]        2.87                     12
after CTS             sample_inst[5]$_DFFE_PN0P_  cpust_snd[15]        2.80                     12
critical path, stage by stage, from the launching register on:
cell and delay [ns]:
dfrtp_1 0.47, nor2b_1 0.26, nor2b_1 0.55, nor2_1 0.11, xnor2_1 0.24, ha_1 0.30, a211oi_1 0.24, a21oi_1 0.12
o41ai_1 0.42, xnor2_1 0.20, nand2_1 0.07, o21ai_0 0.10, clkdlybuf4s50_1 0.50
cells by family (layout without fill, tap and decap cells):
kind of cell               count (synthesis)  in the layout  share of synthesized area, %
buffers and inverters                     58            151                         7.853
DFF                                       67             67                         38.13
and+or+nand+nor                          125            125                         13.47
xor gates and xnor gates                  24             24                         4.763
other                                      1              8                       0.08498
muxes                                     62             62                         14.89
AOI/OAI and AO/OA                         94             94                         14.63
adders and majority gates                 20             20                         6.181
Power and IR drop assume default switching activity.

## /design/flow/run.sh

```bash
#!/bin/bash
# OpenROAD 26Q1-2900-gdf79404cd8, Yosys 0.63+post, stock flow scripts
make -C /OpenROAD-flow-scripts/flow DESIGN_CONFIG=/design/flow/config.mk WORK_HOME=/design/flow/orfs finish
```

## /design/flow/config.mk

```make
export PLATFORM = sky130hd
export DESIGN_NAME = ramblk
export DESIGN_NICKNAME = ramblk
export VERILOG_FILES = /design/flow/design.v
export SDC_FILE = /design/flow/constraint.sdc
export NUM_CORES = 4
export LEC_CHECK = 1
export CORE_UTILIZATION = 40
```

## /design/flow/constraint.sdc

```tcl
current_design ramblk

set clk_period 54.6
set clk_io_pct 0.2

create_clock -name clk0 -period $clk_period [get_ports {clk}]

set non_clock_inputs [all_inputs -no_clocks]
set_input_delay [expr $clk_period * $clk_io_pct] -clock clk0 $non_clock_inputs
set_output_delay [expr $clk_period * $clk_io_pct] -clock clk0 [all_outputs]
```

## /design/flow/design.v

```verilog
module dram(
	input clk,
	input [4:0] ram_radr,
	output [7:0] ram_rdata,
	input [4:0] ram_wadr,
	input [7:0] ram_wdata,
	input ram_wen
	);
reg[7:0] ram[0:31];
reg[7:0] radr;
always @ (posedge clk) begin
	if (ram_wen)
		ram[ram_wadr] <= ram_wdata;
	radr <= ram_radr;
end
assign ram_rdata = ram[radr];
endmodule
module iram(
	input clk,
	input [7:0] ram_radr,
	output [7:0] ram_rdata,
	input [7:0] ram_wadr,
	input [7:0] ram_wdata,
	input ram_wen
	);
reg[7:0] ram[0:255];
reg[7:0] radr;
always @ (posedge clk) begin
	if (ram_wen)
		ram[ram_wadr] <= ram_wdata;
	radr <= ram_radr;
end
assign ram_rdata = ram[radr];
endmodule
module ramblk(
	input clk,
	input [7:0] iram_radr,
	output [7:0] iram_rdata,
	input [4:0] dram_radr,
	output [7:0] dram_rdata,
	input [4:0] dram_wadr,
	input [7:0] dram_wdata,
	input dram_wen,
	input [7:0] i_ram_radr,
	output [7:0] i_ram_rdata,
	input [7:0] i_ram_wadr,
	input [7:0] i_ram_wdata,
	input i_ram_wen,
	input [4:0] d_ram_radr,
	output [7:0] d_ram_rdata,
	input [4:0] d_ram_wadr,
	input [7:0] d_ram_wdata,
	input d_ram_wen,
	input dump_running
	);
wire [4:0] s_dram_radr;  
wire [7:0] s_dram_rdata;  
wire [4:0] s_dram_wadr;  
wire [7:0] s_dram_wdata;  
wire s_dram_wen;  
wire [7:0] s_iram_radr;  
wire [7:0] s_iram_rdata;  
wire [7:0] s_iram_wadr;  
wire [7:0] s_iram_wdata;  
wire s_iram_wen;  
assign s_dram_radr = dump_running ? d_ram_radr : dram_radr;
assign dram_rdata = s_dram_rdata | { 8{ dump_running }};
assign d_ram_rdata = s_dram_rdata;
assign s_dram_wadr = d_ram_wen ? d_ram_wadr : dram_wadr;
assign s_dram_wdata = d_ram_wen ? d_ram_wdata : dram_wdata;
assign s_dram_wen = dram_wen | d_ram_wen;
assign s_iram_radr = dump_running ? i_ram_radr : iram_radr;
assign iram_rdata = s_iram_rdata | { 8{ dump_running }};
assign i_ram_rdata = s_iram_rdata;
assign s_iram_wadr = i_ram_wadr;
assign s_iram_wdata = i_ram_wdata;
assign s_iram_wen = i_ram_wen;
dram dram (
	.clk(clk),
	.ram_radr(s_dram_radr),
	.ram_rdata(s_dram_rdata),
	.ram_wadr(s_dram_wadr),
	.ram_wdata(s_dram_wdata),
	.ram_wen(s_dram_wen)
	);
iram iram (
	.clk(clk),
	.ram_radr(s_iram_radr),
	.ram_rdata(s_iram_rdata),
	.ram_wadr(s_iram_wadr),
	.ram_wdata(s_iram_wdata),
	.ram_wen(s_iram_wen)
	);
endmodule
```

==> flow_metrics.env <==
# implementation run metrics
export IMPL_post_cts_repair_setup_buffers=0
export IMPL_cts_sink_count=2317
export IMPL_path_cells="buf_2 > clkinv_1 > buf_4 > nand2b_1 > clkdlybuf4s50_1"
export IMPL_crit_fanout=9
export IMPL_critPathBufInv=4
export IMPL_edf_count=2304
export IMPL_final_max_slew_viol_count=0
export IMPL_hold_buffers=0
export IMPL_fin_ws_ps=30720
export IMPL_globalplace_congestion=0.959
export IMPL_synth_yosys_num_cells=4249
export IMPL_dominantRegCellSynth="edfxtp_1"
export IMPL_initial_antenna_violation_count=13
export IMPL_cts_buffers=228
export IMPL_total_negative_setup_slack_ps=0
export IMPL_top_level_ports=105
export IMPL_powerDensity_nw_per_um2=36.8
export IMPL_floorplan_core_area_um2=225000
export IMPL_total_die_area_um2=228000
export IMPL_grt_start_max_net_pins=141
export IMPL_critical_path_startpoint_type="input port"
export IMPL_grt_setup_unrepaired="no"
export IMPL_num_rows=174
export IMPL_min_path_cells=1
export IMPL_route_antenna_remaining_nets=0
export IMPL_mappedNetlistArea_um2=90400
export IMPL_critPathTopFamily="buffers and inverters"
export IMPL_holdPathEnd="iram.ram[177][2]"
export IMPL_critPathRequiredTime_ps=43680
export IMPL_synth_seq_share_pct=76.8
export IMPL_vias=44100
export IMPL_worstSetupPathType="input port to primary output"
export IMPL_portion_of_the_clock_cycle_consumed_by_the_worst_path_in_the_final_layout_pct=43.7
export IMPL_comb_power_share_pct=7.3
export IMPL_initial_core_util_pct=40.3
export IMPL_ys_chip_area_um2=90400
export IMPL_most_common_cell_after_layout_fill_and_taps_aside="edfxtp_1"
export IMPL_ys_flops=2317
export IMPL_slowest_delay_ps=590
export IMPL_via_per_inst=5.67
export IMPL_syn2layout_area_growth_pct=14.2
export IMPL_detail_route_wirelength_mm=240
export IMPL_final_fill_count=18400
export IMPL_synth_async_reset_ratio_pct=0
export IMPL_port_buffers=104
export IMPL_max_clock_path_buffers=3
export IMPL_hold_path_startpoint="i_ram_wdata[2]"
export IMPL_power_report_internal_total_mw=2.95
export IMPL_drc=0
export IMPL_tool_warnings=35
export IMPL_synth_area_per_cell_um2=21.3
export IMPL_cts_max_level=4
export IMPL_layout_cells_most_common_list="edfxtp_1 (2304), mux4_2 (580), nor2_1 (329), buf_4 (232), clkbuf_16 (230)"
export IMPL_global_route_overflow_total=0
export IMPL_global_route_usage_total_pct=23.4
export IMPL_cap_violations=0
export IMPL_detail_route_wl_per_cell_um=30.8
export IMPL_die_size_y_um=478
export IMPL_power_static_leakage_nw=32.1
export IMPL_cts_resized_gates=0
export IMPL_critical_path_slowest_cell="clkinv_1"
export IMPL_clock_transition_at_the_registers_of_the_reported_paths_ps=60
export IMPL_timing_hold_violations_final=0
export IMPL_worstPathArrival_ps=12960
export IMPL_tightest_slew_ps=1050
export IMPL_drt_first_iter_violations=3101
export IMPL_maximum_clock_rate_mhz=41.9
export IMPL_netSwitchingPower_mw=0.849
export IMPL_hp_class="input port to flop"
export IMPL_setup_violations_final=0
export IMPL_die_w_um=478
export IMPL_pwr_share_seq_pct=51.9
export IMPL_synth_yosys_warnings=2
export IMPL_dp_hpwl_mm=151
export IMPL_worstSetupEndpointType="primary output"
export IMPL_first_global_vias=48000
export IMPL_slew_headroom_pct=29.5
export IMPL_dp_slack_ps=30600
export IMPL_run_status="complete, no violations"
export IMPL_synth_lib_cells_used_distinct=70
export IMPL_worst_supply_voltage_drop_on_vdd_uv=28.7
export IMPL_cts_root_buffer_cell="clkbuf_16"
export IMPL_swShare_pct=22.4
export IMPL_syn_instance_count=4249
export IMPL_layout_min_cycle_time_ps=23880
export IMPL_tritoncts_clock_tree="built"
export IMPL_power_frac_clock_pct=40.7
export IMPL_drt_pre_antenna_iters=5
export IMPL_drive_above_1_share_pct=25.5
export IMPL_wire_length_of_the_first_global_routing_pass_mm=345
synth_stat cells, types with 3 or more instances:
cell type  number  area (µm²)
a2111oi_0       6        52.6
a211o_1         6        52.6
a211oi_1       24         180
a21oi_1        29         145
a221oi_1       11        96.3
a22oi_1        28         210
a311oi_1        3        26.3
a31oi_1        18         113
a32o_1          3        30.0
a32oi_1         3        26.3
and2_1         20         125
and3_1          8        50.1
buf_1          26        97.6
buf_2          60         300
buf_4          33         248
buf_6          17         191
buf_8           4        60.1
clkbuf_1      102         383
dfxtp_1        13         260
edfxtp_1     2304       69200
inv_1           8        30.0
inv_2           4        15.0
mux2_2         50         563
mux2i_1       136        1360
mux4_2        580       13100
nand2_1       139         522
nand2b_1       30         188
nand3_1        48         240
nand4_1         8        50.1
nor2_1        329        1230
nor2b_1        22         138
nor3_1         25         125
nor4_1          9        56.3
o2111ai_1       5        43.8
o211ai_1        5        37.5
o21ai_0        27         135
o221ai_1       16         140
o22ai_1        34         213
o32ai_1         4        35.0
o41ai_1         4        35.0
or2_2           4        25.0
metrics by stage:
stage	area, µm²	power, mW	instances	hold slack, ps	utilization, %
finish	103000	3.80	7779	10570	46.0
CTS	103000	3.83	7768	10520	46.0
global route	103000	3.91	7770	10550	46.0
floorplan	90400	2.15	4249	11020	-
global placement	95900	2.29	7340	11470	42.7
detailed placement	95900	2.29	7340	11480	42.7
cell families (layout without fill, tap and decap cells):
logic type / after synthesis / in the layout / synth area share, %
AND/OR/NAND/NOR: 660 / 660 / 3.20
flip-flops: 2317 / 2317 / 76.8
other: 0 / 11 / 0
buffers and inverters: 256 / 783 / 1.47
AND-OR/OR-AND: 250 / 250 / 1.97
multiplexers: 766 / 766 / 16.6
power by group through the flow:
stage / clock, mW / combinational (mW) / sequential (mW)
after CTS: 1.57 / 0.280 / 1.97
after global routing: 1.64 / 0.296 / 1.97
final: 1.55 / 0.279 / 1.97
state kept, by name (all words and copies together), names as in the netlist, named ones only:
name	cells
iram.ram	2048
dram.ram	256
routing by layer:
layer,up-vias,GRT usage [%],part of all wire [%]
met5,-,1.09,0.16
met4,20,6.77,3.9
met3,418,17.8,18
met2,2706,33.4,46
met1,22500,28.9,32
li1,18400,-,-
worst max-delay path by stage:
stage	depth (start not counted)	end	slack (ps)	from
final	5	dram_rdata[3]	30720	dump_running
after global routing	5	iram_rdata[5]	30520	dump_running
after CTS	5	dram_rdata[3]	30610	dump_running
cell type report:
cell class / instances / area, µm² / area share (%)
multi-input combinational: 1676 / 19700 / 19.0
antenna: 11 / 27.5 / 0.0267
timing repair buffer: 341 / 2910 / 2.82
inverter: 14 / 57.6 / 0.0557
tap: 2992 / 3740 / 3.62
clock inverter: 157 / 1480 / 1.44
sequential: 2317 / 69500 / 67.3
clock buffer: 271 / 5910 / 5.72
Power figures rest on the tool's default switching activity, not on a simulated workload.

File: design/flow/run.sh
#!/bin/bash
# OpenROAD 26Q1-2900-gdf79404cd8, Yosys 0.63+post, stock flow scripts
make -C /OpenROAD-flow-scripts/flow DESIGN_CONFIG=/design/flow/config.mk WORK_HOME=/design/flow/orfs finish
File: design/flow/config.mk
export PLATFORM = sky130hd
export DESIGN_NAME = uart_controller
export DESIGN_NICKNAME = uart_controller
export VERILOG_FILES = /design/flow/design.v
export SDC_FILE = /design/flow/constraint.sdc
export NUM_CORES = 4
export LEC_CHECK = 1
export CORE_UTILIZATION = 40
File: design/flow/constraint.sdc
current_design uart_controller

set clk_period 3.5
set clk_io_pct 0.2

create_clock -name clk0 -period $clk_period [get_ports {clk}]

set non_clock_inputs [all_inputs -no_clocks]
set_input_delay [expr $clk_period * $clk_io_pct] -clock clk0 $non_clock_inputs
set_output_delay [expr $clk_period * $clk_io_pct] -clock clk0 [all_outputs]
File: design/flow/design.v
module uart_controller (
    input clk,
    input rst_n,
	input [7:0] rout,
	input rout_en,
	output reg [7:0] uart_data,
	output reg cpu_start,
	output reg write_address_set,
	output reg write_data_en,
	output reg read_start_set,
	output reg read_end_set,
	output reg read_stop,
	input dump_running,
	output reg start_trush,
	input trush_running,
	output reg start_step,
	input cpu_running,
	output crlf_in,
	output reg quit_cmd,
	output reg start_rdstack
);
reg [7:0] pdata;
reg data_en;
always @ (posedge clk or negedge rst_n) begin
    if (~rst_n)
        pdata <= 8'd0;
    else if (rout_en)
        pdata <= rout;
end
always @ (posedge clk or negedge rst_n) begin
    if (~rst_n)
		data_en <= 1'b0;
	else
		data_en <= rout_en;
end
function [23:0] data_decoder;
input [7:0] pdata;
begin
	case(pdata)
		8'h30 : data_decoder = 24'b0000_0000_0000_0000_0000_0001;  
		8'h31 : data_decoder = 24'b0000_0000_0000_0000_0000_0010;  
		8'h32 : data_decoder = 24'b0000_0000_0000_0000_0000_0100;  
		8'h33 : data_decoder = 24'b0000_0000_0000_0000_0000_1000;  
		8'h34 : data_decoder = 24'b0000_0000_0000_0000_0001_0000;  
		8'h35 : data_decoder = 24'b0000_0000_0000_0000_0010_0000;  
		8'h36 : data_decoder = 24'b0000_0000_0000_0000_0100_0000;  
		8'h37 : data_decoder = 24'b0000_0000_0000_0000_1000_0000;  
		8'h38 : data_decoder = 24'b0000_0000_0000_0001_0000_0000;  
		8'h39 : data_decoder = 24'b0000_0000_0000_0010_0000_0000;  
		8'h61 : data_decoder = 24'b0000_0000_0000_0100_0000_0000;  
		8'h62 : data_decoder = 24'b0000_0000_0000_1000_0000_0000;  
		8'h63 : data_decoder = 24'b0000_0000_0001_0000_0000_0000;  
		8'h64 : data_decoder = 24'b0000_0000_0010_0000_0000_0000;  
		8'h65 : data_decoder = 24'b0000_0000_0100_0000_0000_0000;  
		8'h66 : data_decoder = 24'b0000_0000_1000_0000_0000_0000;  
		8'h67 : data_decoder = 24'b0000_0001_0000_0000_0000_0000;  
		8'h71 : data_decoder = 24'b0000_0010_0000_0000_0000_0000;  
		8'h77 : data_decoder = 24'b0000_0100_0000_0000_0000_0000;  
		8'h72 : data_decoder = 24'b0000_1000_0000_0000_0000_0000;  
		8'h74 : data_decoder = 24'b0001_0000_0000_0000_0000_0000;  
		8'h73 : data_decoder = 24'b0010_0000_0000_0000_0000_0000;  
		8'h70 : data_decoder = 24'b0100_0000_0000_0000_0000_0000;  
		8'h0d : data_decoder = 24'b1000_0000_0000_0000_0000_0000;  
		default : data_decoder = 24'd0;
	endcase
end
endfunction
wire [23:0] decode_bits = data_decoder( pdata );
function [3:0] bin_encoder;
input [15:0] hot_code;
begin
	case(hot_code)
		16'b0000_0000_0000_0001 : bin_encoder = 4'h0;
		16'b0000_0000_0000_0010 : bin_encoder = 4'h1;
		16'b0000_0000_0000_0100 : bin_encoder = 4'h2;
		16'b0000_0000_0000_1000 : bin_encoder = 4'h3;
		16'b0000_0000_0001_0000 : bin_encoder = 4'h4;
		16'b0000_0000_0010_0000 : bin_encoder = 4'h5;
		16'b0000_0000_0100_0000 : bin_encoder = 4'h6;
		16'b0000_0000_1000_0000 : bin_encoder = 4'h7;
		16'b0000_0001_0000_0000 : bin_encoder = 4'h8;
		16'b0000_0010_0000_0000 : bin_encoder = 4'h9;
		16'b0000_0100_0000_0000 : bin_encoder = 4'ha;
		16'b0000_1000_0000_0000 : bin_encoder = 4'hb;
		16'b0001_0000_0000_0000 : bin_encoder = 4'hc;
		16'b0010_0000_0000_0000 : bin_encoder = 4'hd;
		16'b0100_0000_0000_0000 : bin_encoder = 4'he;
		16'b1000_0000_0000_0000 : bin_encoder = 4'hf;
		default : bin_encoder = 4'h0;
	endcase
end
endfunction
wire [3:0] half_data = bin_encoder( decode_bits[15:0] ) ;
wire num_char = | decode_bits[15:0];
wire cmd_g = decode_bits[16] & data_en;
wire cmd_q = decode_bits[17] & data_en;
wire cmd_w = decode_bits[18] & data_en;
wire cmd_r = decode_bits[19] & data_en;
wire cmd_t = decode_bits[20] & data_en;
wire cmd_s = decode_bits[21] & data_en;
wire cmd_p = decode_bits[22] & data_en;
wire cmd_crlf = decode_bits[23] & data_en;
reg bin_data_valid;
reg [3:0] cmd_status;
wire [3:0] next_cmd_status;
function [3:0] cmd_statemachine;
input [3:0] cmd_status;
input cmd_g;
input cmd_q;
input cmd_w;
input cmd_r;
input cmd_t;
input cmd_s;
input bin_data_valid;
input dump_running;
input trush_running;
input cpu_running;
begin
	case(cmd_status)
		4'd0 :
			casez({cmd_g,cmd_w,cmd_r,cmd_t,cmd_s,cmd_p})
				6'b1?_???? : cmd_statemachine = 4'd1;
				6'b01_???? : cmd_statemachine = 4'd3;
				6'b00_1??? : cmd_statemachine = 4'd5;
				6'b00_01?? : cmd_statemachine = 4'd8;
				6'b00_001? : cmd_statemachine = 4'd9;
				6'b00_0001 : cmd_statemachine = 4'd10;
				default   : cmd_statemachine = 4'd0;
			endcase
		4'd1 :
			casez({cmd_q,bin_data_valid})
				2'b1? : cmd_statemachine = 4'd0;
				2'b01 : cmd_statemachine = 4'd2;
				default : cmd_statemachine = 4'd1;
			endcase
		4'd2 :
			if (cmd_q)
				cmd_statemachine = 4'd0;
			else
				cmd_statemachine = 4'd2;
		4'd3 :
			casez({cmd_q,bin_data_valid})
				2'b1? : cmd_statemachine = 4'd0;
				2'b01 : cmd_statemachine = 4'd4;
				default : cmd_statemachine = 4'd3;
			endcase
		4'd4 :
			if (cmd_q)
				cmd_statemachine = 4'd0;
			else
				cmd_statemachine = 4'd4;
		4'd5 :
			casez({cmd_q,bin_data_valid})
				2'b1? : cmd_statemachine = 4'd0;
				2'b01 : cmd_statemachine = 4'd6;
				default : cmd_statemachine = 4'd5;
			endcase
		4'd6 :
			casez({cmd_q,bin_data_valid})
				2'b1? : cmd_statemachine = 4'd0;
				2'b01 : cmd_statemachine = 4'd7;
				default : cmd_statemachine = 4'd6;
			endcase
		4'd7 :
			if (cmd_q | ~dump_running)
				cmd_statemachine = 4'd0;
			else
				cmd_statemachine = 4'd7;
		4'd8 :
			if (cmd_q | ~trush_running)
				cmd_statemachine = 4'd0;
			else
				cmd_statemachine = 4'd8;
		4'd9 :
			if (cmd_q | ~cpu_running)
				cmd_statemachine = 4'd0;
			else
				cmd_statemachine = 4'd9;
		4'd10 :
			if (cmd_q | ~dump_running)
				cmd_statemachine = 4'd0;
			else
				cmd_statemachine = 4'd10;
		default : cmd_statemachine = 4'd0;
	endcase
end
endfunction
assign next_cmd_status = cmd_statemachine(
							cmd_status,
							cmd_g,
							cmd_q,
							cmd_w,
							cmd_r,
							cmd_t,
							cmd_s,
							bin_data_valid,
							dump_running,
							trush_running,
							cpu_running
							);
always @ (posedge clk or negedge rst_n) begin
	if (~rst_n)
		cmd_status <= 4'd0;
	else
		cmd_status <= next_cmd_status;
end
wire idle_status = ( cmd_status == 4'd0 );
wire gcmd_setnum = ( cmd_status == 4'd1 );
wire wcmd_setnum = ( cmd_status == 4'd3 );
wire wcmd_setdat = ( cmd_status == 4'd4 );
wire rcmd_setsta = ( cmd_status == 4'd5 );
wire rcmd_setend = ( cmd_status == 4'd6 );
wire rcmd_dumpdt = ( cmd_status == 4'd7 );
wire g_crlf = ( cmd_status == 4'd1 ) & ( next_cmd_status == 4'd2 );
wire r_crlf = ( cmd_status == 4'd6 ) & ( next_cmd_status == 4'd7 );
wire w_crlf = ( cmd_status == 4'd3 ) & ( next_cmd_status == 4'd4 );
assign crlf_in = g_crlf | cmd_q | r_crlf | w_crlf | cmd_t | cmd_s | cmd_crlf;
reg [3:0] upper_data;
reg [3:0] lower_data;
reg lower_sel;
wire bin_data_set = data_en & num_char & (gcmd_setnum | wcmd_setnum | wcmd_setdat | rcmd_setsta | rcmd_setend);
always @ (posedge clk or negedge rst_n) begin
	if (~rst_n)
		lower_sel <= 1'b0;
	else if (cmd_q)
		lower_sel <= 1'b0;
	else if (bin_data_set)
		lower_sel <= ~lower_sel;
end
always @ (posedge clk or negedge rst_n) begin
	if (~rst_n)
		bin_data_valid <= 1'b0;
	else
		bin_data_valid <= lower_sel & bin_data_set;
end
always @ (posedge clk or negedge rst_n) begin
	if (~rst_n)
		upper_data <= 3'd0;
	else if (bin_data_set & ~lower_sel)
		upper_data <= half_data ;
end
always @ (posedge clk or negedge rst_n) begin
	if (~rst_n)
		lower_data <= 3'd0;
	else if (bin_data_set & lower_sel)
		lower_data <= half_data ;
end
wire [7:0] bin_data;
assign bin_data = { upper_data, lower_data };
wire ctrl_valid = gcmd_setnum | wcmd_setnum | wcmd_setdat | rcmd_setsta | rcmd_setend;
always @ (posedge clk or negedge rst_n) begin
	if (~rst_n)
		uart_data <= 8'd0;
	else if (ctrl_valid & bin_data_valid)
		uart_data <= bin_data;
end
always @ (posedge clk or negedge rst_n) begin
	if (~rst_n)
		cpu_start <= 1'b0;
	else
		cpu_start <= gcmd_setnum & bin_data_valid;
end
always @ (posedge clk or negedge rst_n) begin
	if (~rst_n)
		write_address_set <= 1'b0;
	else
		write_address_set <= wcmd_setnum & bin_data_valid;
end
always @ (posedge clk or negedge rst_n) begin
	if (~rst_n)
		write_data_en <= 1'b0;
	else
		write_data_en <= wcmd_setdat & bin_data_valid;
end
always @ (posedge clk or negedge rst_n) begin
	if (~rst_n)
		read_start_set <= 1'b0;
	else
		read_start_set <= rcmd_setsta & bin_data_valid;
end
always @ (posedge clk or negedge rst_n) begin
	if (~rst_n)
		read_end_set <= 1'b0;
	else
		read_end_set <= rcmd_setend & bin_data_valid;
end
always @ (posedge clk or negedge rst_n) begin
	if (~rst_n)
		read_stop <= 1'b0;
	else
		read_stop <= rcmd_dumpdt & cmd_q;
end
always @ (posedge clk or negedge rst_n) begin
	if (~rst_n)
		start_trush <= 1'b0;
	else
		start_trush <= idle_status & cmd_t;
end
always @ (posedge clk or negedge rst_n) begin
	if (~rst_n)
		start_step <= 1'b0;
	else
		start_step <= idle_status & cmd_s;
end
always @ (posedge clk or negedge rst_n) begin
	if (~rst_n)
		quit_cmd <= 1'b0;
	else
		quit_cmd <= cmd_q;
end
always @ (posedge clk or negedge rst_n) begin
	if (~rst_n)
		start_rdstack <= 1'b0;
	else
		start_rdstack <= idle_status & cmd_p;
end
endmodule
==> impl_metrics.ini <==
; implementation run metrics
[outcome]
status = complete, no violations

[final_timing]
finalHoldViolCount = 0
rsz0062_at_grt = false
setup_viol = 0
max_freq_ghz = 0.3310
setup_tns_ns = 0
finalCriticalPeriod_ns = 3.022
slew_viol_final = 0
tightest_slew_ns = 0.4599
slew_headroom_pct = 69.34
finalCritPeriodShare_pct = 86.33
finClkSkew_ns = 0.006442

[power]
pwr-share-clk_pct = 31.2
ir_drop_uv = 280.7
intPower_mw = 0.8458
p_leak_nw = 1.321
swShare_pct = 25.08
p_per_area_nw_per_um2 = 394.9
combPwrFrac_pct = 14.7
switchingPower_mw = 0.2831
pwr-share-seq_pct = 54.1
totalPowerFinal_mw = 1.129

[global_routing]
grt_pass1_vias = 1682
grt_use_total_pct = 17.17
overflow = 0
grt_antenna_before_repair = 0
grt_max_degree = 29
grt_pass1_wl_um = 8059

[cells_and_area]
drive_gt1_share_pct = 21.05
syn2layout_area_growth_pct = 24.80
final_cells = 319
finalInstanceArea_um2 = 2859
n_fill_cell = 497
most-common-layout-cells = 43 x dfrtp_1, 30 x clkdlybuf4s50_1, 17 x nand2_1
post-route-util_pct = 51.92
layout.cells.most_common = dfrtp_1

[synthesis]
area_leaders = dfrtp_1 51%, mux2_2 7.4%, mux2_1 3.9%
netlist_area_um2 = 2291
synthXorXnorAreaFrac_pct = 0.7646
ys_area_um2 = 2291
avgSynthCellArea_um2 = 11.18
synth.comb.largest_family = simple AND/OR/NAND/NOR gates
top_area_share_pct = 51.34
ys_seq_share_pct = 52.48
mux_share_pct = 11.74
async_flop_share_pct = 100.0
ys_types = 59
syn-instance-count = 205
ys_dominant_reg_cell = dfrtp_1
yosysWarnings = 1
aoi_share_pct = 13.05
ys_ff = 48
synthAdderAreaFrac_pct = 0
simple_gate_share_pct = 18.19
synth_top_cell_by_area = dfrtp_1
yosysCellCount = 205
edf_count = 0

[die]
core_um2 = 5507
rows = 27
fp_util_pct = 41.60
die_h_um = 77.68
die-area_um2 = 6034
die_w_um = 77.68
num_io_pins = 33

[setup_path]
critical_path_buf_inv_count = 2
path_class = flip-flop to primary output
critPathSlowestCell = or4_4
critPathMaxFanout = 6
worst_setup_path_start_kind = flip-flop
path_delay_family = simple AND/OR/NAND/NOR gates
critPathMaxStageDelay_ns = 0.61
endpoint_kind = primary output
arrival_ns = 2.32
required_ns = 2.80
crit_path_cell_trace = nand4b_4 -> or4_4 -> inv_8 -> o21ai_2 -> o31a_1 -> a32oi_1 -> dlymetal6s2s_1

[clocking]
tritoncts = yes
cts_buffer_depth = 2
cts_root_buf = clkbuf_8
cts_made_buffers = 5
clk_latency_ns = 0.29
path_clk_slew_ns = 0.08
cts_hold_repair.buffers = 0
cts_sinks = 48
htree_levels = 2

[routing]
antennaDiodeCount = 0
wl_per_cell_um = 14.37
vias = 1666
drtAntennaViolNets = 0
viasPerCell = 5.223
drtIter0Drc = 51
wirelength_um = 4584
drt-pass1-iter-count = 4
drcViolationCount = 0

[place]
gp_congestion = 0.8449
placed_area_um2 = 2683
portBuffers = 32
dp.cells = 303
dp_hpwl_um = 3286

[min_path]
hp-class = primary input to asynchronous set/reset pin

[flow_run]
drv_cap = 0
warning_count = 25
-- final timing paths --
kind                                     from       endpoint  slack, ns  depth (start not counted)
worst max-delay path                 pdata[7]        crlf_in       0.48                          7
worst min-delay path                    rst_n      read_stop       0.34                          1
worst max register to register       pdata[7]  upper_data[2]       1.37                          7
worst min register to register  upper_data[1]  upper_data[1]       0.49                          1
max in group asynchronous               rst_n  upper_data[3]       2.44                          2
min in group clk0               upper_data[1]  upper_data[1]       0.49                          1
-- metrics by stage --
step           setup WS [ns]  hold WS [ns]
2_1_floorplan         0.9905        0.4044
3_3_place_gp          0.2329        0.4736
3_5_place_dp          0.1999        0.4755
4_1_cts              0.07040        0.3494
5_1_grt               0.3105        0.3688
6_report              0.4784        0.3413
-- sequential cells by signal, summed over array words and instances, names as in the netlist, 4 cells and up --
name	cells
cmd_status	11
pdata	8
uart_data	8
lower_data	4
upper_data	4
-- synth_stat cells (all sizes together), types with 2 or more instances --
library cell	count
nor3	5
a22oi	2
nand2b	3
or2	2
o41ai	2
o21ai	8
nor4	4
nor2	12
nand3	4
and2	5
clkbuf	8
buf	3
mux2	23
nand2	17
nand3b	2
o21a	4
a21oi	8
inv	7
and4bb	2
xnor2	2
nor2b	2
dfrtp	47
a31oi	2
nand4bb	2
or3b	2
-- power by group through the flow --
stage         combinational [mW]  sequential, mW  clock (mW)
CTS                        0.162           0.611       0.368
global route               0.186           0.616       0.391
finish                     0.165           0.611       0.352
-- per-layer routing --
layer | routed length (µm) | GRT usage, % | up-vias | part of all wire, %
met3 | 159 | 2.628 | 9 | 3.5
li1 | - | - | 828 | -
met1 | 2308 | 28.04 | 791 | 50
met5 | 0 | 0 | - | 0
met2 | 2046 | 25.22 | 38 | 45
met4 | 70 | 3.585 | 0 | 1.5
-- final cells by class --
class / instances / area [µm²] / share of cell area [%]
Sequential cell: 48 / 1207 / 42.23
Multi-Input combinational cell: 138 / 1008 / 35.27
Timing Repair Buffer: 45 / 415.4 / 14.53
Clock buffer: 8 / 100.1 / 3.501
Tap cell: 72 / 90.09 / 3.151
Inverter: 8 / 37.54 / 1.313
-- logic make-up (layout without fill, tap and decap cells) --
group                     count (synthesis)  in the layout
muxes                                    24             24
DFF                                      48             48
AOI/OAI and AO/OA                        42             42
xor gates and xnor gates                  2              2
buffers and inverters                    19             61
and+or+nand+nor                          70             70
-- timing repair --
| action | in CTS | in global routing |
|---|---|---|
| endpoints found under the setup margin | 1 | 1 |
| resized | 0 | 7 |
| buffers inserted | 0 | 8 |
| pin swaps | 1 | 2 |
| gates cloned | 0 | 0 |
Power and IR drop assume default switching activity.
